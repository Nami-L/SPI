==> flow/design.v <==
module SPI (
    input  logic        clk_i,             
    input  logic        reset_i,           
    input  logic [ 7:0] din_i,             
    input  logic [15:0] dvsr_i,            
    input  logic        start_i,           
    input  logic        cpol_i,            
    input  logic        cpha_i,            
    output logic [ 7:0] dout_o,            
    output logic        spi_done_tick_o,   
    output logic        ready_o,           
    output logic        sclk_o,            
    input  logic        miso_i,            
    output logic        mosi_o             
);
  typedef enum {
    idle,
    cpha_delay,
    p0,
    p1
  } state_type;   
  state_type state_reg, state_next;   
  logic p_clk;   
  logic [15:0] c_reg, c_next;   
  logic spi_clk_reg, ready_i, spi_done_tick_i;   
  logic spi_clk_next;   
  logic [2:0] n_reg, n_next;
  logic [7:0] si_reg, si_next;
  logic [7:0] so_reg, so_next;
  always_ff @(posedge clk_i, posedge reset_i)
    if (reset_i) begin
      state_reg <= idle;
      si_reg <= 0;
      so_reg <= 0;
      n_reg <= 0;
      c_reg <= 0;
      spi_clk_reg <= 0;
    end else begin
      state_reg <= state_next;
      si_reg <= si_next;
      so_reg <= so_next;
      n_reg <= n_next;
      c_reg <= c_next;
      spi_clk_reg <= spi_clk_next;
    end
  always_comb begin
    state_next = state_reg;
    ready_i = 0;
    spi_done_tick_i = 0;
    si_next = si_reg;
    so_next = so_reg;
    n_next = n_reg;
    c_next = c_reg;
    case (state_reg)
      idle: begin
        ready_i = 1;
        if (start_i) begin
          so_next = din_i;
          n_next  = 0;
          c_next  = 0;
          if (cpha_i) state_next = cpha_delay;
          else state_next = p0;
        end
      end
      cpha_delay: begin
        if (c_reg == dvsr_i) begin
          state_next = p0;
        end else c_next = c_reg + 1;
      end
      p0: begin
        if (c_reg == dvsr_i) begin
          state_next = p1;
          si_next = {si_reg[6:0], miso_i};
          c_next = 0;
        end else c_next = c_reg + 1;
      end
      p1: begin
        if (c_reg == dvsr_i)
          if (n_reg == 7) begin
            spi_done_tick_i = 1;
            state_next = idle;
          end else begin
            so_next = {so_reg[6:0], 1'b0};
            state_next = p0;
            n_next = n_reg + 1;
            c_next = 0;
          end
        else c_next = c_reg + 1;
      end
    endcase
  end
  assign ready_o = ready_i;
  assign spi_done_tick_o = spi_done_tick_i;
  assign p_clk = (state_next == p1 && ~cpha_i) || (state_next == p0 && cpha_i);
  assign spi_clk_next = (cpol_i) ? ~p_clk : p_clk;
  assign dout_o = si_reg;
  assign mosi_o = so_reg[7];
  assign sclk_o = spi_clk_reg;
endmodule
==> flow/run.sh <==
#!/bin/bash
# OpenROAD 26Q1-2900-gdf79404cd8, Yosys 0.63+post, stock flow scripts
make -C /OpenROAD-flow-scripts/flow DESIGN_CONFIG=/design/flow/config.mk WORK_HOME=/design/flow/orfs finish
==> flow/config.mk <==
export PLATFORM = sky130hd
export DESIGN_NAME = SPI
export DESIGN_NICKNAME = SPI
export VERILOG_FILES = /design/flow/design.v
export SDC_FILE = /design/flow/constraint.sdc
export NUM_CORES = 4
export LEC_CHECK = 1
export CORE_UTILIZATION = 40
==> flow/constraint.sdc <==
current_design SPI

set clk_period 6.4
set clk_io_pct 0.2

create_clock -name clk0 -period $clk_period [get_ports {clk_i}]

set non_clock_inputs [all_inputs -no_clocks]
set_input_delay [expr $clk_period * $clk_io_pct] -clock clk0 $non_clock_inputs
set_output_delay [expr $clk_period * $clk_io_pct] -clock clk0 [all_outputs]
==> summary.txt <==
impl run done, here's what came out: status=finished, final reports clean, Total Power=~450 uW, Worst EP arrival=between 3000 and 4000 ps, DIE WIDTH=roughly 79 um, GR Util All Layers=0.1532, cell accounting for the most synthesized area=sky130_fd_sc_hd__dfrtp_1, most common cell after layout, fill and taps aside=sky130_fd_sc_hd__clkdlybuf4s50_1, Peak Freq=roughly 0.21 GHz, RD Place Congestion=approximately 0.76, chip area estimate from yosys synthesis=2382 sq um, Post-synth top flop=sky130_fd_sc_hd__dfrtp_1, initial detailed-routing violation count=~98, area of all placed cells without fillers=between 2000 and 3000 sq um, part of the Yosys area used for sequential elements=0.4207, number of antenna-violating nets in the routed design=0, wire length of the first global-routing pass=7.514 mm, Max Buffers Root-to-Sink=2, count of tool warnings=25, number of buffer cells added on primary ports=41, final count of pins violating max slew=0, number of distinct standard cells referenced by the synthesized netlist=54, Largest register FFs=16, path class of the lowest-slack min-delay path=register to register, setup_tns=0 ps, mean instance size in the synthesized netlist=~12 sq um, number of remaining DRC errors=0, drt total wl=approximately 4.2 mm, delay of the slowest critical-path stage=~510 ps, Setup CP Type=input port to output pin, startpoint kind of the worst setup timing path=input port, post-synthesis cell area=2382 sq um, CTS Hold Bufs=0, cell at the root of the clock tree=sky130_fd_sc_hd__clkbuf_8, cell mode on critical path=sky130_fd_sc_hd__clkdlybuf4s50_1, crit path cell chain=clkdlybuf4s50_1 -> xor2_1 -> nor4_1 -> nand4_2 -> nor2_4 -> clkdlybuf4s50_1, Yosys Warn Count=1, fraction of final layout cells with drive strength greater than 1=0.2033, top post-synthesis cells by area=sky130_fd_sc_hd__dfrtp_1 41%, sky130_fd_sc_hd__mux2_4 9.5%, sky130_fd_sc_hd__xor2_1 6.6%, sky130_fd_sc_hd__mux2_2 4.3%, sky130_fd_sc_hd__nand2_1 2.5%, grt total ovfl=0, level count of the clock H-tree=2, Hold Violations, Final=0, TritonCTS clock tree=built, vias in the first global route=around 1600, routed len/inst=around 13 um, crit path DRT=5120 ps, worst path setup slack after routing=about 1500 ps, crit path capture type=output pin, CTS buffer count=5, power density over the cells=between 150 and 200 nW/um^2, I/O Pins=between 40 and 50, Critical Path Slowest Stage Cell=sky130_fd_sc_hd__nand4_2, mean number of vias per cell=between 5 and 6, Area growth, synth to finish=20.90%, min Tclk post-route=just under 5000 ps, number of flip-flops and latches in the synthesized netlist=approximately 40, Antenna Diode Count=0, First-pass DRT Iterations=4, ratio of final minimum period to clock period=0.7599, relative slew slack=0.5099, via total after detailed routing=about 1600, post-synthesis cell count from yosys=~210, number of antenna violations at the first check in global routing=0, count of maximum capacitance violations=0, transition time at the pin with the least slew margin=~740 ps, Clock Latency Late Sink=a little under 300 ps, leakage power figure=0.001289 uW, total half-perimeter wirelength after legalization and detailed placement=just under 3 mm, count of library flops with an enable pin=0, final worst clock skew=between 7 and 8 ps, final cell utilization of the core=0.5136, floorplan row count=27, chip area=6269 sq um, ys async rst share=1.000, maximum vdd ir drop=roughly 0.08 mV, clock-pin slew of the registers on the worst-case setup and hold paths=around 70 ps, placeable core region=~5600 sq um, number of sinks driven by the clock tree=40, maximum fanout along the worst path=15, Fill cells=approximately 530, CTS-repair resized insts=0, proportion of netlist area held by the largest area contributor=0.4097, maximum number of pins on one net before global-route repair=41, dpl cell area=around 2800 sq um, # Post-CTS Setup Buffers=0, FP Core Util=0.4248, top logic cells by instance count in the layout=41 x sky130_fd_sc_hd__clkdlybuf4s50_1, 39 x sky130_fd_sc_hd__dfrtp_1, 18 x sky130_fd_sc_hd__xor2_1, 16 x sky130_fd_sc_hd__nand2_1, 15 x sky130_fd_sc_hd__mux2_4, Mapped Cells=207, Placement Setup Slack=between 1500 and 2000 ps, height of the die=between 70 and 80 um, RSZ-0062 raised after global routing=false, total setup violations reported at the end of the flow=0
## synthesized netlist by cell type, types with 2 or more instances
library cell	count
sky130_fd_sc_hd__a21oi_1	10
sky130_fd_sc_hd__or4_1	7
sky130_fd_sc_hd__nand3_1	4
sky130_fd_sc_hd__o31ai_1	7
sky130_fd_sc_hd__or2_1	2
sky130_fd_sc_hd__nor4_1	3
sky130_fd_sc_hd__o21ai_0	2
sky130_fd_sc_hd__dfrtp_1	39
sky130_fd_sc_hd__mux2_4	15
sky130_fd_sc_hd__inv_1	8
sky130_fd_sc_hd__nor2_1	6
sky130_fd_sc_hd__nor2b_1	3
sky130_fd_sc_hd__and3_1	2
sky130_fd_sc_hd__a22o_1	2
sky130_fd_sc_hd__ha_1	3
sky130_fd_sc_hd__o21bai_1	2
sky130_fd_sc_hd__nor4_2	2
sky130_fd_sc_hd__mux2i_1	3
sky130_fd_sc_hd__buf_6	3
sky130_fd_sc_hd__a21o_1	2
sky130_fd_sc_hd__mux2_2	9
sky130_fd_sc_hd__o21a_1	3
sky130_fd_sc_hd__nand4_2	2
sky130_fd_sc_hd__a21oi_4	2
sky130_fd_sc_hd__buf_2	2
sky130_fd_sc_hd__o21ba_2	2
sky130_fd_sc_hd__buf_4	2
sky130_fd_sc_hd__xor2_1	18
sky130_fd_sc_hd__nand2_1	16
sky130_fd_sc_hd__nor3_1	2
## layer usage
metal,GRT usage,vias to the layer above,wire (um)
li1,-,824,-
met1,0.2529,768,2207
met2,0.2216,46,1750
met3,0.02917,5,246
met4,0.01636,0,40
met5,0,-,0
## cell families after synthesis
logic type	after synthesis	synth area share
fa+ha+maj	3	0.01576
buf+inv	18	0.04936
simple gates	59	0.1597
compound gates	41	0.1350
mux	27	0.1497
xor+xnor	19	0.06985
flops	40	0.4207
## critical path, delay by kind of cell
| kind | cells | cell delay, ps |
|---|---|---|
| buffers and inverters | 2 | 910 |
| and+or+nand+nor | 3 | 1250 |
| xor gates and xnor gates | 1 | 150 |
## path summary, 6_finish.rpt
kind | end | cells after the start | start | slack, ps
worst min register to register | so_reg[6]$_DFFE_PP0P_ | 1 | so_reg[6]$_DFFE_PP0P_ | 510
worst max register to register | c_reg[7]$_DFFE_PP0P_ | 6 | c_reg[8]$_DFFE_PP0P_ | 3500
min in group asynchronous | c_reg[1]$_DFFE_PP0P_ | 3 | reset_i | 1420
worst max-delay path | spi_done_tick_o | 6 | dvsr_i[13] | 1540
max in group asynchronous | state_reg[0]$_DFF_PP1_ | 3 | reset_i | 4610
worst min-delay path | so_reg[6]$_DFFE_PP0P_ | 1 | so_reg[6]$_DFFE_PP0P_ | 510
## stage by stage
step | hold slack (ps) | std cells
floorplan | 455.5 | 207
global placement | 496.1 | 311
detailed placement | 490.9 | 311
CTS | 514.1 | 318
global route | 524.7 | 318
finish | 509.2 | 318
## layout make-up
class                   instances  area [sq um]  area share
well taps                      72         90.09     0.03128
clock buffers                   6         72.57     0.02520
repair buffers                 42         417.9      0.1451
inverters                       8         30.03     0.01043
clock inverters                 1         5.005    0.001738
multi-input cells             149          1262      0.4383
flip-flops and latches         40          1002      0.3480
## report_power, final
| part | internal, uW | switching (uW) |
|---|---|---|
| sequential | 255 | 1.27 |
| combinational | 24.1 | 12.4 |
| clock | 74.1 | 82.7 |
Power figures rest on the tool's default switching activity, not on a simulated workload.
